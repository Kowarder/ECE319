File: constraint.sdc
current_design fifo_buffer

set clk_period 3.8
set clk_io_pct 0.2

create_clock -name clk0 -period $clk_period [get_ports {clk}]

set non_clock_inputs [all_inputs -no_clocks]
set_input_delay [expr $clk_period * $clk_io_pct] -clock clk0 $non_clock_inputs
set_output_delay [expr $clk_period * $clk_io_pct] -clock clk0 [all_outputs]
File: run.sh
#!/bin/bash
# OpenROAD 26Q1-2900-gdf79404cd8, Yosys 0.63+post, stock flow scripts
make -C /OpenROAD-flow-scripts/flow DESIGN_CONFIG=/design/flow/config.mk WORK_HOME=/design/flow/orfs finish
File: design.v
module fifo_buffer (
    input clk,
    input reset,
    input wr_en,   
    input rd_en,   
    input [7:0] data_in,   
    output reg [7:0] data_out,   
    output full,   
    output empty   
);
    parameter FIFO_DEPTH = 16;
    reg [7:0] fifo_mem[FIFO_DEPTH-1:0];
    reg [4:0] write_ptr, read_ptr, count;
    always @(posedge clk or posedge reset) begin
        if (reset) begin
            write_ptr <= 0;
            count <= 0;
        end else if (wr_en && !full) begin
            fifo_mem[write_ptr] <= data_in;
            write_ptr <= write_ptr + 1;
            count <= count + 1;
        end
    end
    always @(posedge clk or posedge reset) begin
        if (reset) begin
            read_ptr <= 0;
        end else if (rd_en && !empty) begin
            data_out <= fifo_mem[read_ptr];
            read_ptr <= read_ptr + 1;
            count <= count - 1;
        end
    end
    assign full = (count == FIFO_DEPTH);
    assign empty = (count == 0);
endmodule
File: config.mk
export PLATFORM = sky130hd
export DESIGN_NAME = fifo_buffer
export DESIGN_NICKNAME = fifo_buffer
export VERILOG_FILES = /design/flow/design.v
export SDC_FILE = /design/flow/constraint.sdc
export NUM_CORES = 4
export LEC_CHECK = 1
export CORE_UTILIZATION = 50
==> reports/qor.yml <==
status: "stopped before the end"
stop_stage: "synthesis"
tool.error: "ERROR: Found 5 problems in 'check -assert'."
synth_seq_share_pct: 74.9
ys_sh_xor_pct: 1.87
fa_ha_area_share_pct: 2.26
ys_cells: 386
compound_area_share_pct: 10.9
logic_family: "AND-OR/OR-AND gates"
ys_warn_count: 2
ys_sh_mux_pct: 0.535
synth_cell_type_count: 38
ys_area_mm2: 0.00608
ys_seq_elements: 154
simple_gate_area_share_pct: 6.42
[cells in the mapped netlist]
| master | n | share of area, % |
|---|---|---|
| nand3_1 | 14 | 1.2 |
| nor3_1 | 7 | 0.58 |
| nand4_1 | 5 | 0.51 |
| nor2_1 | 21 | 1.3 |
| a31oi_1 | 2 | 0.21 |
| o211ai_1 | 6 | 0.74 |
| o32a_1 | 1 | 0.16 |
| nand2b_1 | 2 | 0.21 |
| a32oi_1 | 5 | 0.72 |
| a221oi_1 | 11 | 1.6 |
| nor3b_2 | 1 | 0.21 |
| clkbuf_1 | 4 | 0.25 |
| o22ai_1 | 4 | 0.41 |
| buf_6 | 1 | 0.19 |
| mux2i_1 | 1 | 0.16 |
| buf_2 | 13 | 1.1 |
| a21oi_1 | 19 | 1.6 |
| and4bb_4 | 1 | 0.27 |
| dfrtp_1 | 13 | 5.3 |
| a211oi_1 | 3 | 0.37 |
| buf_1 | 1 | 0.062 |
| xor2_1 | 2 | 0.29 |
| nor2b_1 | 3 | 0.31 |
| o211a_1 | 4 | 0.66 |
| a311oi_1 | 2 | 0.29 |
| mux4_2 | 1 | 0.37 |
| nor4b_2 | 1 | 0.25 |
| o21ai_0 | 7 | 0.58 |
| edfxtp_1 | 141 | 70 |
| a222oi_1 | 14 | 2.3 |
| and2_1 | 1 | 0.10 |
| buf_4 | 7 | 0.86 |
| ha_1 | 11 | 2.3 |
| nand2_1 | 25 | 1.5 |
| inv_1 | 10 | 0.62 |
| a22oi_1 | 10 | 1.2 |
| a21o_1 | 1 | 0.12 |
| xnor2_1 | 11 | 1.6 |
[kinds of logic after synthesis]
logic type      count (synthesis)
flops                         154
fa+ha+maj                      11
xor+xnor                       13
compound gates                 89
buf+inv                        36
simple gates                   81
mux                             2
